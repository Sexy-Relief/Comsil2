`flow/run.sh`:
```
#!/bin/bash
# OpenROAD 26Q1-2900-gdf79404cd8, Yosys 0.63+post, stock flow scripts
make -C /OpenROAD-flow-scripts/flow DESIGN_CONFIG=/design/flow/config.mk WORK_HOME=/design/flow/orfs finish
```
`flow/config.mk`:
```
export PLATFORM = sky130hd
export DESIGN_NAME = sevenseg
export DESIGN_NICKNAME = sevenseg
export VERILOG_FILES = /design/flow/design.v
export SDC_FILE = /design/flow/constraint.sdc
export NUM_CORES = 4
export LEC_CHECK = 1
export CORE_AREA = 10 10 70 70
export DIE_AREA = 0 0 80 80
```
`flow/constraint.sdc`:
```
current_design sevenseg

set clk_period 1.5
set clk_io_pct 0.2

create_clock -name clk0 -period $clk_period

set non_clock_inputs [all_inputs -no_clocks]
set_input_delay [expr $clk_period * $clk_io_pct] -clock clk0 $non_clock_inputs
set_output_delay [expr $clk_period * $clk_io_pct] -clock clk0 [all_outputs]
```
`flow/design.v`:
```
`timescale 1ns / 1ps
module sevenseg(
    input A,B,C,D,
    output a,b,c,d,e,f,g,dp,onoff
    );
assign a=~B&~D|A&~B&~C|A&~D|B&C|~A&C|~A&B&D;
assign b=~B&~D|~A&~B|~A&~C&~D|~A&C&D|A&~C&D;
assign c=A&~B|~A&B|~C&D|~A&~C|~A&D;
assign d=A&~C&~D|B&~C&D|B&C&~D|~B&C&D|~A&~B&~D;
assign e=~B&~D|A&B|A&C|C&~D;
assign f=~C&~D|A&~B|A&C|B&~D|~A&B&~C;
assign g=A&~B|A&D|C&~D|~B&C|~A&B&~C;
assign dp=1;
assign onoff=a|b|c|d|e|f|g|dp;
endmodule
```
==> summary.rpt <==
RUN METRICS
----------------------------------------------------
[Synthesis]
  Summed instance area of the synthesized netlist ........................ 236 µm²
  Cell count in the Yosys report ........................ 37
  Share of synthesized area occupied by flip-flops and latches ........................ 0%
  Count of warnings emitted by yosys ........................ 0
  Cell variety after synth ........................ 22
  Syn avg cell area ........................ 6.39 µm²
  Area figure in the yosys stat output ........................ 236 µm²
  Post-Synthesis Cells ........................ 37

[Drt]
  Number of antenna-violating nets in the routed design ........................ 0
  Antenna cell count ........................ 0
  Met3 WL post-DR ........................ 59 µm
  Met2 WL ........................ 474 µm
  Overall routed net length ........................ 991 µm
  Count of vias placed by the detailed router ........................ 343
  Detailed-router iteration count before antenna repair ........................ 4
  Average routed wire per standard cell ........................ 9.26 µm
  Highest signal layer in the routed design ........................ met3
  Vias per std cell ........................ 3.21
  Residual DRC ........................ 0
  DRT met1 WL ........................ 457 µm
  Initial DRC count ........................ 18

[Worst setup path]
  Peak per-stage delay on the critical path ........................ 350 ps
  Capturing element type of the critical path ........................ primary output
  Count of buffering cells on the critical path with inverters included ........................ 3
  Most frequent cell on the critical path ........................ sky130_fd_sc_hd__buf_6
  Path length in cells of the critical path ........................ 6
  Required time of the critical path ........................ 1200 ps
  Critical Path Start Type ........................ input port
  Maximum fanout along the worst path ........................ 5
  Slowest stage cell on the critical path ........................ sky130_fd_sc_hd__or3_1
  Critical path class ........................ in -> out
  Kind of cell adding the most delay to the critical path ........................ simple AND/OR/NAND/NOR gates
  Series of cell instances along the critical path ........................ buf_6 -> buf_6 -> nor2_4 -> or3_1 -> a21o_1 -> buf_2
  Data arrival, critical path ........................ 1160 ps

[Placed design]
  DP Wirelength ........................ 689 µm
  Placer congestion estimate ........................ 0.832
  Post-Place Cells ........................ 101
  Number of buffer cells added on primary ports ........................ 11
  Placement-stage cell area ........................ 458 µm²
  Setup slack at placement ........................ -810 ps

[Final timing]
  Max-slew violation total from the final report ........................ 0
  Post-layout period usage ........................ 97.3%
  Worst Setup Slack, final ........................ 40.1 ps
  Final Hold Violating Endpoints ........................ 0
  Timing-limited maximum frequency ........................ 0.685 GHz
  Unrepaired setup endpoints after global routing ........................ yes
  Total negative slack ........................ 0 ps
  Number of endpoints failing setup at the final stage ........................ 0
  Post-route minimum period ........................ 1460 ps
  Post-Route Hold Slack ........................ 1000 ps

[Global routing]
  Number of antenna violations at the first check in global routing ........................ 0
  Vias in the first global route ........................ 353
  Maximum number of pins on one net before global-route repair ........................ 8
  Global router's overall resource usage ........................ 2.89%
  Global-route wire length before repair ........................ 1600 µm
  Congestion Overflow GR ........................ 0

[Pwr]
  Peak supply drop ........................ 0.0000343 V
  PnR Total Power ........................ 0.144 mW
  Power per cell area ........................ 256 mW/mm²
  Leakage power summed over all cells ........................ 0.236 nW

[Worst hold path]
  Hold path startpoint ........................ B
  Number of cells on the worst hold path ........................ 5
  Hold endpoint ........................ d
  Classification of the worst-slack hold path ........................ in -> out

[Floorplan]
  Vertical die size ........................ 80 µm
  Horizontal extent of the die ........................ 80 µm
  Initial core utilization ........................ 6.92%
  Chip footprint ........................ 0.00640 mm²
  Std-Cell Core Area ........................ 0.00342 mm²
  Row Count ........................ 21
  I/O pin total ........................ 13

[Flow run]
  Count of max-cap constraint violations ........................ 0
  Number of warnings in the stage logs ........................ 36

[Cells and area]
  Flops ........................ 0
  Utilization after layout ........................ 16.5%
  Ratio of cells with drive above 1 in the final layout ........................ 59.0%
  Synth-to-layout area growth ........................ 138%
  Finished Layout Cells ........................ 107
  Area of all sequential standard cells ........................ 0 µm²
  Clock buffer count ........................ 0
  Final instance area ........................ 563 µm²

[Outcome]
  Outcome ........................ completed

[CTS]
  Number of buffers added to fix hold violations after cts ........................ 0

----------------------------------------------------
## worst max path at each step
stage         startpoint  to
CTS                    A   g
global route           A   b
finish                 A   b
## layer usage
layer | vias up | global-route usage (%)
li1 | 179 | -
met1 | 155 | 3.96
met2 | 9 | 4.82
met3 | 0 | 0.568
met4 | 0 | 0
met5 | - | 0
## worst min-delay path: cells and delay by family
family          cells  cell delay [ps]
buf+inv             4              360
compound gates      1               40
## power by group
group          internal, mW  switching (mW)  total (mW)
clock network             0               0           0
registers                 0               0           0
logic                0.0854          0.0590       0.144
## cells in the final DEF, fill, tap and decap left out, drive strengths merged, types with 2 or more instances in the layout
master	n
buf	25
nor2	4
ha	3
nand2	3
dlygate4sd2	2
conb	2
a21o	2
inv	2
a32oi	2
nand2b	2
o21ai	4
## cell families (layout without fill, tap and decap cells)
group	Yosys count	in the layout	share of synthesized area [%]
simple gates	14	14	30.2
compound gates	12	12	34.4
buf+inv	6	29	13.8
fa+ha+maj	3	3	15.9
other cells	1	2	1.59
mux	1	1	4.23
## synthesized netlist by cell type, drive strengths merged
cell,n,area share (%)
nand2b,2,5.3
a21o,2,6.3
or2,1,2.6
buf,4,11
conb,1,1.6
ha,3,16
a32o,1,4.2
mux2i,1,4.2
o21ai,4,8.5
nor2b,1,2.6
and2b,1,3.2
a21oi,1,2.1
o22ai,1,2.6
nor2,4,6.3
and2,1,2.6
inv,2,3.2
a32oi,2,7.4
or3,1,2.6
nand2,3,4.8
a22oi,1,3.2
## repair_timing
| action | in CTS | in global routing |
|---|---|---|
| buffers inserted | 6 | 0 |
| endpoints found under the hold margin | 0 | 0 |
| pin swaps | 9 | 4 |
| resized | 54 | 9 |
| endpoints found under the setup margin | 7 | 6 |
## area by class of cell
class	count	area (µm²)
fill	387	2850
multi-input combinational	32	282
timing repair buffer	27	211
tap	46	57.6
inverter	2	12.5
Power and IR drop assume default switching activity.

==> design.v <==
`timescale 1ns / 1ps
module updown(
    input ud,rst,clk,
    output ll0,ll1,ll2,ll3,
    output a,b,c,d,e,f,g,on
    );
reg [3:0] l;
initial l=4'b0000;
always @(negedge clk or posedge rst) begin
    if(rst) begin
        l[0]=0;l[1]=0;l[2]=0;l[3]=0;
    end
    else if(ud) begin
        l=l+1;
    end
    else if(!ud) begin
        l=l-1;
    end
end
assign ll0=l[0];
assign ll1=l[1];
assign ll2=l[2];
assign ll3=l[3];
assign a=0;
assign b=1;
assign c=1;
assign d=1;
assign e=1;
assign f=ud;
assign g=~ud;
assign on=1;
endmodule
==> run.sh <==
#!/bin/bash
# OpenROAD 26Q1-2900-gdf79404cd8, Yosys 0.63+post, stock flow scripts
make -C /OpenROAD-flow-scripts/flow DESIGN_CONFIG=/design/flow/config.mk WORK_HOME=/design/flow/orfs finish
==> config.mk <==
export PLATFORM = sky130hd
export DESIGN_NAME = updown
export DESIGN_NICKNAME = updown
export VERILOG_FILES = /design/flow/design.v
export SDC_FILE = /design/flow/constraint.sdc
export NUM_CORES = 4
export LEC_CHECK = 1
export CORE_AREA = 10 10 70 70
export DIE_AREA = 0 0 80 80
==> constraint.sdc <==
current_design updown

set clk_period 1.7
set clk_io_pct 0.2

create_clock -name clk0 -period $clk_period [get_ports {clk}]

set non_clock_inputs [all_inputs -no_clocks]
set_input_delay [expr $clk_period * $clk_io_pct] -clock clk0 $non_clock_inputs
set_output_delay [expr $clk_period * $clk_io_pct] -clock clk0 [all_outputs]
==> flow_metrics.tcl <==
# collected from the flow reports
set metrics [dict create \
    largest_reg_flops 4 \
    fin_skew_ps 0.9227 \
    die-area_um2 6400 \
    core_um2 3416 \
    slowest_stage "dfrtn_1" \
    finalPower_w 0.0005009 \
    fp_util_pct 7.582 \
    finalHoldViolCount 0 \
    slowest_delay_ps 400 \
    final_max_slew_viol_count 0 \
    worstSetupEndpointType "output pin" \
    grt_usage_pct 1.671 \
    hold_class "register to register" \
    wirelength_um 573 \
    outcome "complete, but fails checks" \
    antenna_found_initial 0 \
    rows 21 \
    synth.distinct_cells 10 \
    clk_pin_slew_ps 30 \
    path_delay_family "flip-flops" \
    vias 184 \
    ys_sh_adder_pct 17.39 \
    layout_setup_ws_ps -234.6 \
    grt_overflow_total 0 \
    hold_buffers 0 \
    grt_max_degree 5 \
    synthMuxAreaShare_pct 0 \
    vdd_drop_max_uv 182.4 \
    path_class "register to output pin" \
    die_h_um 80 \
    syn_inst 24 \
    drive_above_1_share_pct 47.37 \
    gp_congestion 0.7359 \
    antenna_left 0 \
    clk_latency_ps 240 \
    setup_viol 7 \
    drt_iter0_drc 5 \
    firstDrtPassIters 2 \
    synth_flop_count 4 \
    pre_cts_slack_ps -919.0 \
    diodes 0 \
    die_x_um 80 \
    warnings 28 \
    tritoncts "yes" \
    rsz0062_at_grt "true" \
    xor_share_pct 10.14 \
    grt_pass1_vias 219 \
    place_hpwl_um 474.8 \
    ys_sh_simple_pct 0 \
    synthTopLogicFamily "buffers and inverters" \
    area_growth_pct 74.40 \
    crit_required_ps 1360 \
    p_leak_nw 0.2105 \
    ys_sh_aoi_pct 6.280 \
    yosys_warnings 1 \
    grt_pass1_wl_um 890 \
    arrival_ps 1590 \
    root_buffer "clkbuf_4" \
    worst_setup_path_start_kind "register" \
    syn_avg_cell_area_um2 10.79 \
    synth_seq_share_pct 38.65 \
    syn-cell-area_um2 259.0 \
    cp_num_buf_inv 1 \
    h-tree-depth 1 \
    wl_per_cell_um 6.821 \
    violations "setup timing" \
    power_density_nw_per_um2 1109 \
    ys_area_um2 259.0 \
    crit_chain "buf_2" \
    portBuffers 8 \
    viasPerCell 2.190 \
    clock_sinks 4 \
    numCtsBuffers 3 \
    fin_util_pct 13.22 \
    drc 0 \
    io_pins 15 \
    final_cell_mix "conb_1 (6), buf_4 (5), dfrtn_1 (4), buf_2 (4)" \
    ctsLongestPathBuffers 2 \
    drv_cap 0 \
    crit_fanout 2 \
    ys_cells 24 \
    layout_top_cell "conb_1" \
]
==> worst paths after layout <==
path | endpoint | depth (start not counted) | start | slack (ps)
max | ll2 | 1 | l[2] | -230
min | l[0] | 2 | l[0] | 460
max reg2reg | l[3] | 5 | l[1] | 440
min reg2reg | l[0] | 2 | l[0] | 460
max in group asynchronous | l[1] | 2 | rst | 490
min in group asynchronous | l[2] | 2 | rst | 1030
==> cell families (layout without fill, tap and decap cells) <==
family,Yosys count,count (layout)
XOR/XNOR,3,3
AND-OR/OR-AND,2,2
adder cells (fa/ha/maj),3,3
other,2,6
buffers and inverters,10,20
flip-flops,4,4
==> Yosys cell counts, drive strengths merged <==
cell / instances / area, um^2
conb: 2 / 7.510
ha: 2 / 25.02
buf: 7 / 52.55
xor2: 1 / 8.760
inv: 3 / 11.26
a21oi: 1 / 8.760
a21o: 1 / 7.510
fa: 1 / 20.02
xnor2: 2 / 17.52
dfrtn: 4 / 100.1
==> power by group <==
part | leakage (nW) | internal, W | switching, W | total (W)
Sequential | 0.0496 | 0.000138 | 0.0000159 | 0.000154
Clock | 0.0138 | 0.0000786 | 0.0000340 | 0.000113
Combinational | 0.147 | 0.000143 | 0.0000917 | 0.000235
==> timing repair <==
item / CTS / global route
gates resized: 19 / 3
pin swaps: 5 / 4
buffers inserted: 2 / 0
endpoints found under the setup margin: 9 / 7
==> metal layers <==
layer	GRT usage, %	part of all wire, %	vias to the layer above
li1	-	-	89
met1	2.075	44	85
met2	2.488	47	10
met3	0.6818	8.2	0
met4	0.7042	0	0
met5	0	0	-
==> final cells by class <==
class	instances	area (um^2)
Clock buffer	3	22.52
Fill cell	386	2964
Inverter	3	27.53
Multi-Input combinational cell	14	125.1
Sequential cell	4	100.1
Tap cell	46	57.56
Timing Repair Buffer	14	118.9
==> tightest hold or removal path, stage by stage, from the launching register on <==
cell and delay [ps]:
dfrtn_1 340, buf_4 150, inv_1 50
==> metrics by stage <==
step	std cells	cell area, um^2	TNS (ps)	hold slack [ps]
after global placement	80	427.9	-4182	451.4
after detailed placement	80	427.9	-4160	457.4
after global routing	84	451.7	-1441	471.1
final	84	451.7	-1220	457.6
after floorplan	28	305.3	-470.0	342.7
after CTS	85	454.2	-1627	458.6
No activity file was given, so power comes from the tool's default toggle rates.
